### ./design.v
`timescale 1ns / 1ps
module control32(Opcode,Jrn, Function_opcode,Alu_resultHigh,RegDST,ALUSrc,MemorIOtoReg,RegWrite,MemRead,MemWrite,IORead,IOWrite,Branch,nBranch,Jmp,Jal,I_format,Sftmd,ALUOp);
    input[5:0]   Opcode;             
    input[5:0]   Function_opcode;  	 
    input[21:0]  Alu_resultHigh;     
    output       Jrn;         	  
    output       RegDST;           
    output       ALUSrc;           
    output       MemorIOtoReg;   	 
    output       RegWrite;   	 
    output       MemWrite;   	 
    output       MemRead;        
    output       Branch;    	 
    output       nBranch;   	 
    output       Jmp;        	 
    output       Jal;        	 
    output       I_format;  	 
    output       Sftmd;     	 
    output[1:0]  ALUOp;	         
    output       IORead;         
    output       IOWrite;        
    wire Jmp,I_format,Jal,Branch,nBranch;
    wire R_format;        
    wire Lw;              
    wire Sw;              
	assign  Lw=(Opcode==6'b100011)?1:0;
	assign  Sw=(Opcode==6'b101011)?1:0;  
    assign R_format = (Opcode==6'b000000)? 1'b1:1'b0;    	
    assign RegDST = R_format;                               
    assign I_format = (Opcode!=6'b000000&&Opcode!=6'h2&&Opcode!=6'h3&&Opcode!=6'h4
	&&Opcode!=6'h5&&Opcode!=6'h23&&Opcode!=6'h2b)? 1'b1:1'b0;
    assign Jal = (Opcode==6'h3)? 1'b1:1'b0;
    assign Jrn = (R_format&&Function_opcode==6'h8)? 1'b1:1'b0;  
    assign RegWrite = (I_format||(R_format&&Function_opcode!=6'h8)||Lw||Jal)? 1'b1:1'b0;
    assign Sftmd = (R_format&&(Function_opcode==6'h0||Function_opcode==6'h2
	||Function_opcode==6'h4||Function_opcode==6'h6||Function_opcode==6'h3
	||Function_opcode==6'h7))? 1'b1:1'b0; 
    assign ALUOp = {(R_format || I_format),(Branch || nBranch)};  
    assign ALUSrc = (I_format||Opcode==6'h23||Opcode==6'h2b)? 1'b1:1'b0;
    assign Branch = (Opcode==6'h4)? 1'b1:1'b0;
    assign nBranch = (Opcode==6'h5)? 1'b1:1'b0;
    assign Jmp = (Opcode==6'h2)? 1'b1:1'b0;
    assign MemWrite = (Sw)&&(Alu_resultHigh[21:0]!=22'b1111111111111111111111)? 1'b1:1'b0; 
    assign MemRead = (Lw)&&(Alu_resultHigh[21:0]!=22'b1111111111111111111111)? 1'b1:1'b0;
    assign IOWrite = (Sw)&&(Alu_resultHigh[21:0]==22'b1111111111111111111111)? 1'b1:1'b0; 
    assign IORead = (Lw)&&(Alu_resultHigh[21:0]==22'b1111111111111111111111)? 1'b1:1'b0;
    assign MemorIOtoReg = IORead || MemRead;
endmodule
### ./run.sh
#!/bin/bash
# OpenROAD 26Q1-2900-gdf79404cd8, Yosys 0.63+post, stock flow scripts
make -C /OpenROAD-flow-scripts/flow DESIGN_CONFIG=/design/flow/config.mk WORK_HOME=/design/flow/orfs finish
### ./config.mk
export PLATFORM = sky130hd
export DESIGN_NAME = control32
export DESIGN_NICKNAME = control32
export VERILOG_FILES = /design/flow/design.v
export SDC_FILE = /design/flow/constraint.sdc
export NUM_CORES = 4
export LEC_CHECK = 1
export CORE_AREA = 10 10 70 70
export DIE_AREA = 0 0 80 80
### ./constraint.sdc
current_design control32

set clk_period 2.8
set clk_io_pct 0.2

create_clock -name clk0 -period $clk_period

set non_clock_inputs [all_inputs -no_clocks]
set_input_delay [expr $clk_period * $clk_io_pct] -clock clk0 $non_clock_inputs
set_output_delay [expr $clk_period * $clk_io_pct] -clock clk0 [all_outputs]
==> impl_metrics.xml <==
<?xml version="1.0" encoding="UTF-8"?>
<metrics>
  <group name="drt">
    <metric name="number_of_drc_markers_in_iteration_0" unit="">7</metric>
    <metric name="antenna_cells" unit="">0</metric>
    <metric name="drc_errors" unit="">0</metric>
    <metric name="via_count" unit="">617</metric>
    <metric name="antenna_left" unit="">0</metric>
    <metric name="drtPass1Iterations" unit="">2</metric>
    <metric name="average_via_count_per_standard_cell" unit="">3.717</metric>
    <metric name="route.final.wire_length" unit="mm">1.873</metric>
    <metric name="avgRoutedWirePerCell" unit="µm">11.28</metric>
  </group>
  <group name="synthesis">
    <metric name="synthesis.instances" unit="">47</metric>
    <metric name="summed_instance_area_of_the_synthesized_netlist" unit="µm²">275.3</metric>
    <metric name="synth.avg_cell_area" unit="µm²">5.857</metric>
    <metric name="post_synth_num_cell_types" unit="">23</metric>
    <metric name="yosys.stat.seqShare" unit="">0</metric>
    <metric name="yosys_cells" unit="">47</metric>
    <metric name="synthAdderAreaFrac" unit="">0</metric>
    <metric name="yosysWarningCount" unit="">0</metric>
    <metric name="yosys-stat-area" unit="µm²">275.3</metric>
    <metric name="topCombFamilyByArea" unit="">simple AND/OR/NAND/NOR gates</metric>
    <metric name="post_synth_xor_area_fraction" unit="">0</metric>
    <metric name="synth.area.mux_share" unit="">0</metric>
    <metric name="aoi_share" unit="">0.1318</metric>
    <metric name="synth_simple_gate_area_share" unit="">0.7727</metric>
  </group>
  <group name="global_route">
    <metric name="groute.usage.overall" unit="">0.05218</metric>
    <metric name="gr-max-usage-layer" unit="">met2</metric>
    <metric name="first_global_vias" unit="">595</metric>
    <metric name="use_met2" unit="">0.08909</metric>
    <metric name="grt_pass1_wl" unit="mm">2.842</metric>
    <metric name="grt.met3_usage" unit="">0.02045</metric>
    <metric name="met1_usage" unit="">0.06394</metric>
    <metric name="total_grt_overflow" unit="">0</metric>
    <metric name="grt_max_degree" unit="">8</metric>
    <metric name="number_of_antenna_violations_at_the_first_check_in_global_routing" unit="">0</metric>
  </group>
  <group name="critical_path">
    <metric name="cp_max_fo" unit="">5</metric>
    <metric name="setup.worst_path.end_class" unit="">output pin</metric>
    <metric name="worst-endpoint-arrival" unit="ns">2.16</metric>
    <metric name="cp_num_buf_inv" unit="">3</metric>
    <metric name="crit_path_top_delay_cell" unit="">sky130_fd_sc_hd__or4_4</metric>
    <metric name="required" unit="ns">2.24</metric>
    <metric name="max_stage_delay" unit="ns">0.53</metric>
    <metric name="family_with_the_most_delay_on_the_worst_path" unit="">simple AND/OR/NAND/NOR gates</metric>
    <metric name="criticalPathCategory" unit="">in2out</metric>
    <metric name="crit_path_start_kind" unit="">input pin</metric>
    <metric name="worst_path_cell_chain" unit="">clkdlybuf4s15_2 -&gt; or4_4 -&gt; or3_4 -&gt; inv_1 -&gt; clkdlybuf4s50_1</metric>
  </group>
  <group name="timing">
    <metric name="setup_viol_count_final" unit="">0</metric>
    <metric name="rsz_0062_raised_after_global_routing" unit="">no</metric>
    <metric name="worst_slew_margin_rel" unit="">0.8489</metric>
    <metric name="max_freq" unit="GHz">0.3673</metric>
    <metric name="timing.hold.ws" unit="ns">1.525</metric>
    <metric name="fin_crit_share" unit="">0.9725</metric>
    <metric name="totalNegativeSetupSlack" unit="ns">0</metric>
    <metric name="worstMarginPinSlew" unit="ns">0.2245</metric>
    <metric name="post-route-min-period" unit="ns">2.723</metric>
    <metric name="final_max_slew_viol_count" unit="">0</metric>
    <metric name="finalHoldViolations" unit="">0</metric>
  </group>
  <group name="floorplanning">
    <metric name="floorplan.initialDensity" unit="">0.08059</metric>
    <metric name="placement_rows" unit="">21</metric>
    <metric name="die_w" unit="µm">80</metric>
    <metric name="floorplan.die_area" unit="mm²">0.006400</metric>
    <metric name="design.core.area" unit="mm²">0.003416</metric>
    <metric name="io_pins" unit="">51</metric>
    <metric name="die_height" unit="µm">80</metric>
  </group>
  <group name="hold_path">
    <metric name="hp-class" unit="">in2out</metric>
  </group>
  <group name="place">
    <metric name="buffer_ports.inserted" unit="">51</metric>
    <metric name="placedCellCount" unit="">162</metric>
    <metric name="routabilityCongestion" unit="">0.7927</metric>
    <metric name="hpwl" unit="mm">1.698</metric>
  </group>
  <group name="run_status">
    <metric name="outcome" unit="">finished clean</metric>
  </group>
  <group name="cells_and_area">
    <metric name="n_clock_buffer" unit="">0</metric>
    <metric name="flop_area" unit="µm²">0</metric>
    <metric name="area_delta_synth_final" unit="%">271.8</metric>
    <metric name="n_sequential_cell" unit="">0</metric>
    <metric name="final_cells" unit="">166</metric>
    <metric name="fillCellCount" unit="">356</metric>
    <metric name="final_standard_cell_utilization_of_the_core" unit="">0.2996</metric>
    <metric name="share_of_cells_above_drive_strength_1" unit="">0.2833</metric>
  </group>
  <group name="power">
    <metric name="overall_power_of_the_completed_layout" unit="µW">91.27</metric>
    <metric name="pwr_density_cell" unit="mW/mm²">89.18</metric>
    <metric name="p_leak" unit="µW">0.0004336</metric>
    <metric name="vdd.ir_drop.worst" unit="µV">16.46</metric>
  </group>
  <group name="flow_run">
    <metric name="cap_viol_max_count" unit="">0</metric>
    <metric name="openroad.warnings" unit="">32</metric>
  </group>
  <group name="clocking">
    <metric name="ctsHoldBuffers" unit="">0</metric>
  </group>
</metrics>
-- power breakdown --
part | total [µW] | leakage, µW | switching, µW | internal [µW]
Combinational | 91.3 | 0.000434 | 25.2 | 66.1
Clock | 0 | 0 | 0 | 0
Sequential | 0 | 0 | 0 | 0
-- area by class of cell --
class	count	area, µm²	share of cell area
inverters	7	26.28	0.02567
multi-input cells	40	277.8	0.2714
well taps	46	57.56	0.05623
repair buffers	73	661.9	0.6467
-- final timing paths --
| path | start | to | depth (start not counted) |
|---|---|---|---|
| setup / recovery | Opcode[4] | RegDST | 5 |
| hold / removal | Opcode[2] | IOWrite | 4 |
-- metal layers --
metal,share of wire,wire length [µm]
met5,0,0
met2,0.45,845
met1,0.41,774
met3,0.14,253
met4,0,0
-- timing repair --
action	4_1_cts	5_1_grt
resized	28	3
cloned	0	0
setup buffers	4	0
pin swaps	11	4
endpoints found under the setup margin	11	5
-- cell families (layout without fill, tap and decap cells) --
group           Yosys count  after routing
simple gates             35             35
compound gates            5              5
buf+inv                   7             80
-- stage by stage --
stage	area [µm²]	worst slack, ns
after CTS	1026	0.005609
after detailed placement	978.4	-0.3969
after floorplan	275.3	0.6036
final	1023	0.07712
after global routing	1023	0.0006009
after global placement	978.4	-0.3705
-- cells in the final DEF, fill, tap and decap left out, types with 3 or more instances in the layout --
cell                               n
sky130_fd_sc_hd__inv_1             6
sky130_fd_sc_hd__buf_4            21
sky130_fd_sc_hd__clkdlybuf4s50_1  37
sky130_fd_sc_hd__dlygate4sd2_1     8
sky130_fd_sc_hd__nand4_1           5
sky130_fd_sc_hd__nor2_1            7
sky130_fd_sc_hd__and2_1            3
-- synthesized netlist by cell type (2+ instances only) --
cell type	n	area, µm²
sky130_fd_sc_hd__nor2_1	7	26.28
sky130_fd_sc_hd__nand2b_1	2	12.51
sky130_fd_sc_hd__or4_1	2	15.01
sky130_fd_sc_hd__nand4_1	5	31.28
sky130_fd_sc_hd__nor3_1	2	10.01
sky130_fd_sc_hd__nor4_1	2	12.51
sky130_fd_sc_hd__nand3_1	2	10.01
sky130_fd_sc_hd__nand2_1	2	7.510
sky130_fd_sc_hd__and2_1	3	18.77
sky130_fd_sc_hd__and4_1	2	17.52
sky130_fd_sc_hd__inv_1	6	22.52
Power and IR drop assume default switching activity.
